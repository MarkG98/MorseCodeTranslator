<file path="design/flow/run.sh">
#!/bin/bash
# OpenROAD 26Q1-2900-gdf79404cd8, Yosys 0.63+post, stock flow scripts
make -C /OpenROAD-flow-scripts/flow DESIGN_CONFIG=/design/flow/config.mk WORK_HOME=/design/flow/orfs finish
</file>
<file path="design/flow/config.mk">
export PLATFORM = sky130hd
export DESIGN_NAME = register32
export DESIGN_NICKNAME = register32
export VERILOG_FILES = /design/flow/design.v
export SDC_FILE = /design/flow/constraint.sdc
export NUM_CORES = 4
export LEC_CHECK = 1
export CORE_AREA = 10 10 86 86
export DIE_AREA = 0 0 96 96
</file>
<file path="design/flow/constraint.sdc">
current_design register32

set clk_period 1.0
set clk_io_pct 0.2

create_clock -name clk0 -period $clk_period [get_ports {clk}]

set non_clock_inputs [all_inputs -no_clocks]
set_input_delay [expr $clk_period * $clk_io_pct] -clock clk0 $non_clock_inputs
set_output_delay [expr $clk_period * $clk_io_pct] -clock clk0 [all_outputs]
</file>
<file path="design/flow/design.v">
`timescale 1ns / 1ps
module counterReset
#(parameter WIDTH=27)
(
  output reg [WIDTH:0] count,
  input clk,
  input signal
);
  reg previous = 0;
  initial begin
    count = 0;
  end
  always @ (posedge clk) begin
    if (signal === previous) begin
      count <= count+1;
    end
    else begin
      count <= 0;
    end
    previous <= signal;
  end
endmodule  
module DitDahDecoder
#(parameter WIDTH=27)
 (
  output reg [2:0] ditsdahs,
  input signal,
  input clk
  );
  reg prevVal;
  wire [WIDTH:0] count;
  counterReset #(WIDTH) countRes(.count(count),.clk(clk),.signal(signal));
  always @ (posedge clk) begin
    if(prevVal == 1 && signal == 0) begin
      if (count[WIDTH:WIDTH-2] == 3'b001) begin
        ditsdahs <= 3'h1;
      end
      if (count[WIDTH:WIDTH-2] == 3'b011) begin
        ditsdahs <= 3'h2;
      end
    end
    else if(prevVal == 0 && signal == 1) begin
      if (count[WIDTH:WIDTH-2] == 3'b111) begin
        ditsdahs <= 3'h4;
      end
    end
    else if (count[WIDTH:WIDTH-2] == 3'b011 && count[WIDTH-3:0] == 0 && signal == 0) begin
      ditsdahs <= 3'h3;
    end
    else begin
      ditsdahs <= 3'h0;
    end
    prevVal <= signal;
  end
endmodule  
module alphaFSM
(
  output reg [7:0] letter,  
  output reg done,  
  input [2:0] inputSignal,  
  input clk
);
  reg [5:0] state;
  localparam start = 0,
             A = 1,
             B = 2,
             C = 3,
             D = 4,
             E = 5,
             F = 6,
             G = 7,
             H = 8,
             I = 9,
             J = 10,
             K = 11,
             L = 12,
             M = 13,
             N = 14,
             O = 15,
             P = 16,
             Q = 17,
             R = 18,
             S = 19,
             T = 20,
             U = 21,
             V = 22,
             W = 23,
             Ex = 24,
             Y = 25,
             Zee = 26,
             space = 27;
  initial begin
      state = start;
      letter = 8'b0;
  end
  always @ ( posedge clk ) begin
      if (inputSignal == 3'h3) begin
        state <= start;
      end
     if (state == start && inputSignal == 3'h4) begin
       state <= space;
     end
     if (state != start && inputSignal == 3'h4) begin
       state <= state;
     end
     if (state == space) begin
       state <= start;
     end
      if (state != space && inputSignal == 3'h0) begin
        state <= state;
      end
      if (state == start && inputSignal == 3'h1) begin
        state <= E;
      end
      if (state == start && inputSignal == 3'h2) begin
        state <= T;
      end
      if (state == E && inputSignal == 3'h1) begin
        state <= I;
      end
      if (state == E && inputSignal == 3'h2) begin
        state <= A;
      end
      if (state == T && inputSignal == 3'h1) begin
        state <= N;
      end
      if (state == T && inputSignal == 3'h2) begin
        state <= M;
      end
      if (state == I && inputSignal == 3'h1) begin
        state <= S;
      end
      if (state == I && inputSignal == 3'h2) begin
        state <= U;
      end
      if (state == A && inputSignal == 3'h1) begin
        state <= R;
      end
      if (state == A && inputSignal == 3'h2) begin
        state <= W;
      end
      if (state == N && inputSignal == 3'h1) begin
        state <= D;
      end
      if (state == N && inputSignal == 3'h2) begin
        state <= K;
      end
      if (state == M && inputSignal == 3'h1) begin
        state <= G;
      end
      if (state == M && inputSignal == 3'h2) begin
        state <= O;
      end
      if (state == S && inputSignal == 3'h1) begin
        state <= H;
      end
      if (state == S && inputSignal == 3'h2) begin
        state <= V;
      end
      if (state == U && inputSignal == 3'h1) begin
        state <= F;
      end
      if (state == R && inputSignal == 3'h1) begin
        state <= L;
      end
      if (state == W && inputSignal == 3'h1) begin
        state <= P;
      end
      if (state == W && inputSignal == 3'h2) begin
        state <= J;
      end
      if (state == D && inputSignal == 3'h1) begin
        state <= B;
      end
      if (state == D && inputSignal == 3'h2) begin
        state <= Ex;
      end
      if (state == K && inputSignal == 3'h1) begin
        state <= C;
      end
      if (state == K && inputSignal == 3'h2) begin
        state <= Y;
      end
      if (state == G && inputSignal == 3'h1) begin
        state <= Zee;
      end
      if (state == G && inputSignal == 3'h2) begin
        state <= Q;
      end
  end
  always @( state ) begin
      case (state)
        start: begin done = 1; letter = letter; end
        A: begin done = 0; letter = 65; end
        B: begin done = 0; letter = 66; end
        C: begin done = 0; letter = 67; end
        D: begin done = 0; letter = 68; end
        E: begin done = 0; letter = 69; end
        F: begin done = 0; letter = 70; end
        G: begin done = 0; letter = 71; end
        H: begin done = 0; letter = 72; end
        I: begin done = 0; letter = 73; end
        J: begin done = 0; letter = 74; end
        K: begin done = 0; letter = 75; end
        L: begin done = 0; letter = 76; end
        M: begin done = 0; letter = 77; end
        N: begin done = 0; letter = 78; end
        O: begin done = 0; letter = 79; end
        P: begin done = 0; letter = 80; end
        Q: begin done = 0; letter = 81; end
        R: begin done = 0; letter = 82; end
        S: begin done = 0; letter = 83; end
        T: begin done = 0; letter = 84; end
        U: begin done = 0; letter = 85; end
        V: begin done = 0; letter = 86; end
        W: begin done = 0; letter = 87; end
        Ex: begin done = 0; letter = 88; end
        Y: begin done = 0; letter = 89; end
        Zee: begin done = 0; letter = 90; end
        space: begin done = 0; letter = 32; end
      endcase
  end
endmodule
module MorseDecoder
#(parameter WIDTH=27)
  (
    output [7:0] letter,
    output done,
    input signal,
    input clk
  );
    wire [2:0] ditsdahs;
    DitDahDecoder #(WIDTH) sub_decoder(.ditsdahs(ditsdahs),
                               .signal(signal),
                               .clk(clk));
    alphaFSM alphabet(.letter(letter),
                      .done(done),
                      .inputSignal(ditsdahs),
                      .clk(clk));
endmodule  
module register
(
output reg	q,
input		d,
input		wrenable,
input		clk
);
    always @(posedge clk) begin
        if(wrenable) begin
            q <= d;
        end
    end
endmodule
module register32
#(parameter WIDTH=32)
(
output reg[WIDTH-1:0]	q,
input[WIDTH-1:0] d,
input	wrenable,
input	clk
);
    always @(posedge clk) begin
        if(wrenable) begin
            q <= d;
        end
    end
endmodule
module register32zero
#(parameter WIDTH=32)
(
output reg[WIDTH-1:0] q,
input[WIDTH-1:0] d,
input wrenable,
input clk
);
    always @(posedge clk) begin
        if(wrenable) begin
            q <= {WIDTH{1'b0}};
        end
    end
endmodule
module lab0_wrapper_pmod
(
    input [3:0] btn,              
    input clk,
    output reg [7:0] je,
    output [3:0] led
);
    wire inputSignal;         
    wire [7:0] letter;            
    wire done;                    
    wire synch0out;
    wire synch1out;
    register synch0(.d(inputSignal),
                    .q(synch0out),
                    .wrenable(1'b1),
                    .clk(clk));
    register synch1(.d(synch0out),
                    .q(synch1out),
                    .wrenable(1'b1),
                    .clk(clk));
    MorseDecoder #(29) decoder(.letter(letter),
                         .done(done),
                         .signal(synch1out),
                         .clk(clk));
    assign inputSignal = btn[0];
    assign led[0] = decoder.sub_decoder.count[29];
    assign led[1] = decoder.sub_decoder.count[27];
    assign led[2] = done;
    assign led[3] = synch1out;
    always @( posedge clk ) begin
      if (done) begin
        je <= letter;
      end
    end
endmodule
</file>
==> out/metrics.yaml <==
worst_ep_required_time_ps: 800
ys_cells: 32
clock_tree.root_cell: "clkbuf_8"
path_clk_slew_ps: 70
num_io_pins: 66
slowest_stage: "edfxtp_1"
first_pass_grt_wire_length_um: 3730
grt_setup_unrepaired: "yes"
stage_log_warnings: 27
top_area_frac: 1.00
grt-ovfl-total: 0
timing.final.crit_period_ps: 976
post_synth_instance_area_um2: 961
dp_hpwl_um: 2110
yosysWarningCount: 1
slew_headroom: 0.852
finalMaxSlewViolations: 0
design.die.area_mm2: 0.00922
initial_core_util: 0.173
vias: 587
finalCritPeriodShare: 0.976
num-multi-input-gates: 0
maximum_number_of_pins_on_one_net_before_global_route_repair: 21
timing_worst_setup_path_type: "flip-flop to output pin"
synth_cell_type_count: 1
cts_buffer_depth: 2
post-route-cell-area_mm2: 0.00167
via_per_inst: 3.28
post_synth_tally_of_flip_flops_with_integrated_enable: 32
combGateArea_um2: 0
number_of_buffers_and_inverters_on_the_critical_path: 1
setup_total_negative_slack_ps: 0
critical-path-top-delay-family: "flip-flops"
worstHoldPathType: "input port to flip-flop"
tritoncts_num_sinks: 32
place.port_buffers: 65
netlist.top_cell.by_instances: "edfxtp_1"
remaining_drc_errors: 0
achievable-frequency_mhz: 1020
outcome: "completed"
cts_bufs_inserted: 5
ctsHtreeMaxLevel: 2
core_region_area_mm2: 0.00554
post_synth_main_area_contributors: "edfxtp_1"
routed_wire_length_per_instance_um: 14.3
largest-register: "q"
post_synth_most_frequent_cells: "edfxtp_1"
antennaDiodeCount: 0
total_leakage_power_nw: 0.641
ant_nets: 0
synthesis.instances: 32
synth.yosys.seq_area_share: 1.00
top_area_cell: "edfxtp_1"
core.rowCount: 27
cts_hold_buffers: 0
hold_violations: 0
post_cts_buffers: 0
drt-pass1-iter-count: 3
worst_setup_path_start_kind: "flip-flop"
fraction_of_layout_instances_using_a_drive_strength_above_1: 0.383
async_flop_share: 0
power_density_mw_per_mm2: 1680
setup_viol: 0
drv_cap: 0
arrival_ps: 780
gr-usage-all-layers: 0.0555
worst-path-max-fanout: 1
tally_of_non_filler_cells_in_the_final_layout: 179
fillerInstances: 566
vdd_drop_max_uv: 529
timing_worst_slew_pin_value_ps: 221
synth_flop_count: 32
layout-area-overhead-vs-synth_pct: 73.4
max_reg_flops: 32
postSynth.topFlopCell: "edfxtp_1"
tritoncts: "built"
grt_pass1_vias: 671
ys_chip_area_um2: 961
final.hold.worst_slack_ps: 421
die_y_um: 96
worst_path_largest_cell_delay_ps: 370
detail_route.iter0.violations: 10
place.gp.congestion: 0.755
synthesis.area_per_instance_um2: 30.0
dpl.cell_count: 171
detail_route.wirelength_um: 2560
biggest_regs: "q x32"
crit_chain: "buf_2"
setup.worst_path.end_class: "output pin"
die_w_um: 96
grt_antenna_before_repair: 0
dpl-instance-area_mm2: 0.00174
## kinds of logic (layout without fill, tap and decap cells)
logic type  Yosys count  in the layout  synth area share
flops                32             32              1.00
buf+inv               0             75                 0
## placed cells by master, fill, tap and decap left out, drive strengths merged
cell	n
buf	34
edfxtp	32
clkdlybuf4s50	32
dlymetal6s2s	1
clkinv	3
clkbuf	5
## cell type report
class,count,area [µm²],area share
clock buffer,5,68.8,0.0413
timing repair buffer,67,533,0.320
clock inverter,3,13.8,0.00826
tap,72,90.1,0.0541
sequential,32,961,0.577
## repair_timing
action | 4_1_cts | 5_1_grt
endpoints found under the setup margin | 32 | 23
cloned | 0 | 0
gates resized | 99 | 1
## stage by stage
| stage | setup slack, ps | util | total power, mW |
|---|---|---|---|
| 2_1_floorplan | 501 | - | 1.62 |
| 3_3_place_gp | -279 | 0.314 | 2.00 |
| 3_5_place_dp | -290 | 0.314 | 2.00 |
| 4_1_cts | -1.18 | 0.300 | 2.86 |
| 5_1_grt | -31.4 | 0.301 | 2.95 |
| 6_report | 23.6 | 0.301 | 2.79 |
## report_power, final
part | internal [mW] | leakage (nW) | switching [mW]
clock | 0.471 | 0.0453 | 0.459
combinational | 0.187 | 0.283 | 0.0617
sequential | 1.59 | 0.313 | 0.0217
total | 2.25 | 0.641 | 0.543
## layer usage
metal / global-route usage / share of wire / vias up
li1: - / - / 275
met1: 0.0617 / 0.37 / 270
met2: 0.0874 / 0.47 / 36
met3: 0.0393 / 0.14 / 6
met4: 0.00860 / 0.016 / 0
met5: 0 / 0 / -
## final timing paths
kind	startpoint	endpoint	slack, ps	cells past startpoint
worst max-delay path	q[23]$_DFFE_PP_	q[23]	20	1
worst min-delay path	wrenable	q[8]$_DFFE_PP_	420	2
Power and IR drop assume default switching activity.
